### config.mk
export PLATFORM = sky130hd
export DESIGN_NAME = lfsr_6bit
export DESIGN_NICKNAME = lfsr_6bit
export VERILOG_FILES = /design/flow/design.v
export SDC_FILE = /design/flow/constraint.sdc
export NUM_CORES = 4
export LEC_CHECK = 1
export CORE_AREA = 10 10 70 70
export DIE_AREA = 0 0 80 80
export SYNTH_HDL_FRONTEND = slang
### run.sh
#!/bin/bash
# OpenROAD 26Q1-2900-gdf79404cd8, Yosys 0.63+post, stock flow scripts
make -C /OpenROAD-flow-scripts/flow DESIGN_CONFIG=/design/flow/config.mk WORK_HOME=/design/flow/orfs finish
### design.v
module lfsr_6bit (
  input logic clk,
  input logic rst_n,
  input logic enable,
  output logic [5:0] lfsr_out
);
  logic [5:0] lfsr;
  always_ff @(posedge clk or negedge rst_n) begin
      if (!rst_n)
          lfsr <= 6'b000001;  
      else if (enable)
          lfsr <= {lfsr[4:0], lfsr[5] ^ lfsr[4]};
  end
  assign lfsr_out = lfsr;
endmodule
### constraint.sdc
current_design lfsr_6bit

set clk_period 1.2
set clk_io_pct 0.2

create_clock -name clk0 -period $clk_period [get_ports {clk}]

set non_clock_inputs [all_inputs -no_clocks]
set_input_delay [expr $clk_period * $clk_io_pct] -clock clk0 $non_clock_inputs
set_output_delay [expr $clk_period * $clk_io_pct] -clock clk0 [all_outputs]
==> impl_metrics.json <==
{
  "layout-drive-gt1-share": 0.515,
  "tns_ps": 0,
  "die_h_um": 80,
  "holdWs_ps": 227,
  "postCtsHoldBufs": 0,
  "synth-seq-area-share": 0.593,
  "port_buffers": 8,
  "largest_register_ffs": 6,
  "ant_nets": 0,
  "tightestPinTransition_ps": 261,
  "cap_violations": 0,
  "gp_congestion": 0.694,
  "clk_pin_slew_ps": 50,
  "syn_inst": 15,
  "start_kind": "flop",
  "cp.required_ps": 960,
  "die_x_um": 80,
  "p_int_mw": 0.805,
  "warnings": 25,
  "seq_area_um2": 151,
  "postLayoutCellArea_um2": 449,
  "path_buffers": 1,
  "async_flop_share": 1.00,
  "clock_path_buffers": 2,
  "ios": 9,
  "cts_buffers": 3,
  "r2r-start": "lfsr_out[4]",
  "critPathMaxStageDelay_ps": 380,
  "cp-end-kind": "primary output",
  "ys_area_um2": 255,
  "area_delta_synth_final_pct": 76.0,
  "yosysTopAreaCell": "dfrtp_1",
  "slew_headroom": 0.825,
  "syn_area_um2": 255,
  "cp_top_family": "flip-flops",
  "grt-ovfl-total": 0,
  "yosysWarnings": 0,
  "min_path_type": "primary input to asynchronous set/reset pin",
  "path_cells": "dlygate4sd2_1",
  "grt_max_degree": 8,
  "drt_iter0_markers": 3,
  "finalClockPeriodUsage": 0.935,
  "track_usage": 0.0223,
  "flop_cell": "dfrtp_1",
  "fp_util": 0.0747,
  "grt_pass1_vias": 227,
  "p_per_area_mw_per_mm2": 2400,
  "irDropWorstVdd_mv": 1.20,
  "pwr-share-comb": 0.464,
  "finalClockSkew_ps": 7.64,
  "place_area_um2": 404,
  "via_per_inst": 2.25,
  "rsz0062_at_grt": "no",
  "swShare": 0.253,
  "drv_slew": 0,
  "vias": 178,
  "p_seq_frac": 0.351,
  "insertion_delay_ps": 250,
  "synth-edff-count": 0,
  "p_switching_mw": 0.273,
  "clock_power_share": 0.185,
  "slowest_stage": "dfrtp_1",
  "logic_area_um2": 92.6,
  "synth_cell_type_count": 7,
  "core_area_mm2": 0.00342,
  "rows": 21,
  "cts_tree": "done",
  "leakage_nw": 0.198,
  "run_status": "complete, no violations",
  "ys_cells": 15,
  "path_class": "flop to primary output",
  "drt_wl_total_um": 600,
  "ys_seq_elements": 6,
  "ff2ff_setup_slack_ps": 200,
  "wl_per_cell_um": 7.59,
  "grt_pass1_wl_mm": 1.07,
  "setup_violations": 0,
  "timing_hold_violations_final": 0,
  "firstDrtPassIters": 3,
  "grt_antenna_before_repair": 0,
  "clock-sinks": 6,
  "route.detailed.drc": 0,
  "avgSynthCellArea_um2": 17.0,
  "cts_max_level": 1,
  "r2r_cells": 3,
  "top_area_frac": 0.490,
  "r2r-end": "lfsr_out[4]",
  "ys_top_cells_by_area": "dfrtp_1, mux2_4, dfstp_2, buf_6, xnor2_1",
  "root_buffer": "clkbuf_4",
  "final.fill_count": 389,
  "fmax_ghz": 0.891,
  "ys_top_cells_by_count": "dfrtp_1, mux2_4",
  "crit_fanout": 2,
  "chipArea_mm2": 0.00640,
  "period_needed_ps": 1120,
  "antenna_cells": 0,
  "arrival_ps": 880
}
[placed cells by master (no fill, tap or decap), drive strengths merged]
cell type | Yosys | routed
mux2 | 5 | 5
nor2 | 1 | 1
clkbuf | 0 | 5
a21oi | 1 | 1
buf | 1 | 7
xnor2 | 1 | 1
dfrtp | 5 | 5
clkdlybuf4s50 | 0 | 2
dfstp | 1 | 1
dlygate4sd2 | 0 | 5
[metal layers]
layer,wire [um],GRT usage,share of wire
met5,0,0,0
met4,17,0.00704,0.028
met3,88,0.0227,0.15
met2,130,0.0209,0.22
met1,365,0.0309,0.61
[stage by stage]
step / setup slack, ps / instances / power [mW] / util
detailed placement: -86.1 / 71 / 0.859 / 0.118
global route: 30.8 / 79 / 1.18 / 0.132
global placement: -76.3 / 71 / 0.847 / 0.118
floorplan: 438 / 15 / 0.547 / -
CTS: 1.80 / 79 / 1.10 / 0.133
finish: 78.1 / 79 / 1.08 / 0.132
[how the worst max path moves through the flow]
| stage | start | endpoint | cells past startpoint |
|---|---|---|---|
| 4_1_cts | lfsr_out[0] | lfsr_out[0] | 1 |
| 6_report | lfsr_out[3] | lfsr_out[3] | 1 |
| 5_1_grt | lfsr_out[2] | lfsr_out[2] | 1 |
[logic make-up after synthesis]
group | after synthesis | synth area share
AOI/OAI and AO/OA | 1 | 0.0196
muxes | 5 | 0.294
buffers and inverters | 1 | 0.0441
DFF | 6 | 0.593
xor gates and xnor gates | 1 | 0.0343
and+or+nand+nor | 1 | 0.0147
[power groups by stage]
stage | Clock (mW) | Sequential, mW | Combinational, mW
CTS | 0.210 | 0.379 | 0.515
global route | 0.225 | 0.397 | 0.556
finish | 0.199 | 0.379 | 0.500
[area by class of cell]
class | instances | share of cell area
clock buffers | 4 | 0.0585
flip-flops and latches | 6 | 0.337
multi-input cells | 8 | 0.206
repair buffers | 15 | 0.270
well taps | 46 | 0.128
[repair_timing]
action / 4_1_cts / 5_1_grt
gates resized: 7 / 1
buffers inserted: 4 / 0
setup endpoints to repair: 6 / 1
No activity file was given, so power comes from the tool's default toggle rates.
